File: ./config.mk
export PLATFORM = sky130hd
export DESIGN_NAME = EXSegReg
export DESIGN_NICKNAME = EXSegReg
export VERILOG_FILES = /design/flow/design.v
export SDC_FILE = /design/flow/constraint.sdc
export NUM_CORES = 4
export LEC_CHECK = 1
export CORE_AREA = 10 10 281 281
export DIE_AREA = 0 0 291 291
File: ./constraint.sdc
current_design EXSegReg

set clk_period 1.0
set clk_io_pct 0.2

create_clock -name clk0 -period $clk_period [get_ports {clk}]

set non_clock_inputs [all_inputs -no_clocks]
set_input_delay [expr $clk_period * $clk_io_pct] -clock clk0 $non_clock_inputs
set_output_delay [expr $clk_period * $clk_io_pct] -clock clk0 [all_outputs]
File: ./design.v
`timescale 1ns / 1ps
module EXSegReg(
    input wire clk,
    input wire en,
    input wire clear,
    input wire [31:0] PCD,
    output reg [31:0] PCE, 
    input wire [31:0] JalNPC,
    output reg [31:0] BrNPC, 
    input wire [31:0] ImmD,
    output reg [31:0] ImmE,
    input wire [4:0] RdD,
    output reg [4:0] RdE,
    input wire [4:0] Rs1D,
    output reg [4:0] Rs1E,
    input wire [4:0] Rs2D,
    output reg [4:0] Rs2E,
    input wire [31:0] RegOut1D,
    output reg [31:0] RegOut1E,
    input wire [31:0] RegOut2D,
    output reg [31:0] RegOut2E,
    input wire JalrD,
    output reg JalrE,
    input wire [2:0] RegWriteD,
    output reg [2:0] RegWriteE,
    input wire MemToRegD,
    output reg MemToRegE,
    input wire [3:0] MemWriteD,
    output reg [3:0] MemWriteE,
    input wire LoadNpcD,
    output reg LoadNpcE,
    input wire [1:0] RegReadD,
    output reg [1:0] RegReadE, 
    input wire [2:0] BranchTypeD,
    output reg [2:0] BranchTypeE,
    input wire [3:0] AluContrlD,
    output reg [3:0] AluContrlE,
    input wire AluSrc1D,
    output reg AluSrc1E,
    input wire [1:0] AluSrc2D,
    output reg [1:0] AluSrc2E,
    input wire csr_wenD,
    output reg csr_wenE,
    input wire csr_immorregD,
    output reg csr_immorregE,
    input wire [31:0] csr_rout_dataD,
    output reg [31:0] csr_rout_dataE,
    input wire [31:0] csr_zimmextD,
    output reg [31:0] csr_zimmextE,
    input wire [5:0] csr_addrD,   
    output reg [5:0] csr_addrE   
    );
    initial begin
        PCE        = 32'b0; 
        BrNPC      = 32'b0; 
        ImmE       = 32'b0;
        RdE        = 32'b0;
        Rs1E       = 5'b0;
        Rs2E       = 5'b0;
        RegOut1E   = 32'b0;
        RegOut2E   = 32'b0;
        JalrE      = 1'b0;
        RegWriteE  = 1'b0;
        MemToRegE  = 1'b0;
        MemWriteE  = 1'b0;
        LoadNpcE   = 1'b0;
        RegReadE   = 2'b00;
        BranchTypeE = 3'b0;
        AluContrlE = 5'b0;
        AluSrc1E   = 1'b0; 
        AluSrc2E   = 2'b0; 
        csr_wenE = 0;
        csr_immorregE = 0;
        csr_rout_dataE = 31'b0;
        csr_zimmextE = 31'b0;
        csr_addrE = 12'b0 ;
    end
    always@(posedge clk) begin
        if(en)
            if(clear)
                begin
                PCE<=32'b0; 
                BrNPC<=32'b0; 
                ImmE<=32'b0;
                RdE<=32'b0;
                Rs1E<=5'b0;
                Rs2E<=5'b0;
                RegOut1E<=32'b0;
                RegOut2E<=32'b0;
                JalrE<=1'b0;
                RegWriteE<=1'b0;
                MemToRegE<=1'b0;
                MemWriteE<=1'b0;
                LoadNpcE<=1'b0;
                RegReadE<=2'b00;
                BranchTypeE = 3'b0;
                AluContrlE<=5'b0;
                AluSrc1E<=1'b0; 
                AluSrc2E<=2'b0; 
                csr_wenE = 0;
                csr_immorregE = 0;  
                csr_rout_dataE = 31'b0; 
                csr_zimmextE = 31'b0;
                csr_addrE = 12'b0 ;                             
            end else begin
                PCE<=PCD; 
                BrNPC<=JalNPC; 
                ImmE<=ImmD;
                RdE<=RdD;
                Rs1E<=Rs1D;
                Rs2E<=Rs2D;
                RegOut1E<=RegOut1D;
                RegOut2E<=RegOut2D;
                JalrE<=JalrD;
                RegWriteE=RegWriteD;
                MemToRegE<=MemToRegD;
                MemWriteE<=MemWriteD;
                LoadNpcE<=LoadNpcD;
                RegReadE<=RegReadD;
                BranchTypeE = BranchTypeD;
                AluContrlE<=AluContrlD;
                AluSrc1E<=AluSrc1D;
                AluSrc2E<=AluSrc2D; 
                csr_wenE = csr_wenD;
                csr_immorregE = csr_immorregD; 
                csr_rout_dataE =csr_rout_dataD;
                csr_zimmextE = csr_zimmextD;    
                csr_addrE = csr_addrD ;   
            end
        end
endmodule
File: ./run.sh
#!/bin/bash
# OpenROAD 26Q1-2900-gdf79404cd8, Yosys 0.63+post, stock flow scripts
make -C /OpenROAD-flow-scripts/flow DESIGN_CONFIG=/design/flow/config.mk WORK_HOME=/design/flow/orfs finish
==> job_summary.md <==
## Implementation flow summary

| Metric | Value |
|---|---|
| Status | `finished with violations` |
| Failing checks | `setup timing` |
| Setup bufs post-CTS | `0` |
| Cell Area, Synth | `10,700 um^2` |
| First DRT Iteration DRCs | `162` |
| Cell Type Count | `8` |
| Vias in the first global route | `about 7,400` |
| Antenna diodes | `0` |
| GRT overflow | `0` |
| Post-DP HPWL | `between 20,000 and 30,000 um` |
| Worst path required time | `800 ps` |
| Maximum level of the CTS H-tree | `1` |
| Area Overhead vs Synth | `61.2%` |
| Die Wd | `just under 300 um` |
| Syn Inst Count | `about 570` |
| DIE HEIGHT | `approximately 290 um` |
| First-pass GRT wire length | `slightly above 50,000 um` |
| Yosys reg bits | `about 270` |
| DIE AREA | `84,700 um^2` |
| Post-CTS Hold Buffers | `0` |
| Core Util at FP | `14.7%` |
| CP Class | `flop to output port` |
| Final worst slack | `-470 ps` |
| Final period util | `147%` |
| OpenROAD warning count | `27` |
| Post-CTS Resized | `915` |
| Drt via density | `roughly 3.1` |
| Initial DRT Pass Iterations | `4` |
| Count of final setup violators | `269` |
| Final tally of hold violations | `0` |
| Worst path arrival time | `approximately 1300 ps` |
| Mean post-synth cell area | `18.8 um^2` |
| Clock sinks | `269` |
| CTS Buffer Depth | `3` |
| Hold path startpoint | `en` |
| DR vias | `slightly below 7,000` |
| Worst vdd ir | `between 1000 and 1500 uV` |
| CTS tree | `yes` |
| # rows | `roughly 99` |
| Hold slack final | `about 43 ps` |
| Critical Path Source Type | `flop` |
| Cts bufs inserted | `31` |
| Final Max Slew Viols | `0` |
| Crit-path max cell delay | `around 500 ps` |
| Placed cells | `2,098` |
| Tightest Hold Check Type | `input pin to flop` |
| Routed wire length | `about 35,000 um` |
| Rel. slew slack | `a little over two thirds` |
| Yosys cell count | `between 500 and 600` |
| Buf/Inv on CP | `1` |
| Fmax | `about 700 MHz` |
| Cell family with most CP delay | `flip-flops` |
| Post-synth seq share | `75.7%` |
| Clk root buf | `clkbuf_16` |
| Post-route ant nets | `0` |
| Hold EP | `csr_zimmextE[22]` |
| Top Ports | `~540` |
| GPL Wtd Cong | `0.811` |
| Leakage | `roughly 6.4 nW` |
| Post-route DRC | `0` |
| RSZ-0062 raised after global routing | `yes` |
| PortBufs | `540` |
| Warnings, synthesis | `1` |
| Cell Chain, Critical Path | `buf_6` |
| Share of cells above drive strength 1 | `between 40% and 50%` |
| Core footprint | `72,800 um^2` |
| Worst-path clk slew | `~60 ps` |
| Yosys chip area | `between 10,000 and 15,000 um^2` |
| Fin cells | `about 2,200` |
| WL/cell | `16.3 um` |
| Max_cap viols | `0` |
| WHS Path Cells | `2` |
| Critical Path End Type | `output port` |
| Initial antenna violation count | `7` |
| Worst slew pin tran | `~450 ps` |
| Minimum clock period | `1470 ps` |
| PwrDens | `approximately 1600 nW/um^2` |
| Largest net degree at the start of global routing | `28` |
| Global Route Usage Sum | `approximately 8.1%` |
| Slowest cell on crit path | `edfxtp_1` |
| Maximum fanout along the worst path | `1` |
-- layout make-up --
type,count,area [um^2]
fill,7600,55600
clock inverter,19,154
sequential,269,8080
multi-input combinational,269,2230
clock buffer,37,798
timing repair buffer,601,4740
tap,959,1200
-- cells in the final DEF, fill, tap and decap left out --
master             n
buf_6              2
nor2b_1           89
inv_6              1
clkinv_4           1
clkinv_1           8
clkinvlp_4         2
buf_8              2
inv_8              1
bufinv_16          2
clkdlybuf4s50_1  269
nor2b_2          160
clkbuf_16         31
edfxtp_1         269
clkbuf_1           6
nor2b_4           20
buf_12            16
buf_2            267
clkinv_2           4
buf_4             45
-- flip-flops by register name, indices dropped and copies added (netlist names), 2 cells and up --
| signal | count |
|---|---|
| AluContrlE | 4 |
| AluSrc2E | 2 |
| BrNPC | 32 |
| BranchTypeE | 3 |
| ImmE | 32 |
| MemWriteE | 4 |
| PCE | 32 |
| RdE | 5 |
| RegOut1E | 32 |
| RegOut2E | 32 |
| RegReadE | 2 |
| RegWriteE | 3 |
| Rs1E | 5 |
| Rs2E | 5 |
| csr_addrE | 6 |
| csr_rout_dataE | 32 |
| csr_zimmextE | 32 |
-- kinds of logic after synthesis --
logic type,count (synthesis),synth area share (%)
buffers and inverters,30,3.40
DFF,269,75.7
and+or+nand+nor,269,20.9
-- report_power, final --
part	internal (mW)	switching (mW)
combinational	2.09	1.11
clock	6.17	4.51
sequential	13.4	0.209
-- synthesized netlist by cell type --
cell	count	area share, %
edfxtp_1	269	76
nor2b_2	160	13
nor2b_1	89	5.2
nor2b_4	20	2.6
buf_6	14	1.5
buf_8	8	1.1
buf_2	5	0.23
buf_12	3	0.56
-- metal layers --
metal / track usage [%] / part of all wire (%) / vias up
li1: - / - / 3195
met1: 9.45 / 37 / 3134
met2: 13.2 / 48 / 359
met3: 4.13 / 12 / 52
met4: 1.55 / 2.3 / 14
met5: 0 / 0.25 / -
-- stage by stage --
| stage | util [%] | area (um^2) | power, mW | setup TNS (ps) | setup slack, ps |
|---|---|---|---|---|---|
| final | 23.6 | 17200 | 27.5 | -70540 | -470 |
| after CTS | 23.6 | 17200 | 28.0 | -87320 | -594 |
| after global routing | 23.6 | 17200 | 28.8 | -89920 | -574 |
| after global placement | 24.1 | 17600 | 18.0 | -18830 | -367 |
| after floorplan | - | 10700 | 14.5 | 0 | 78.3 |
| after detailed placement | 24.1 | 17600 | 18.0 | -20770 | -353 |
-- worst max-delay path by stage --
stage                     to  cells past startpoint  slack (ps)   start
final                 RdE[2]                      1        -470  RdE[2]
after CTS             RdE[1]                      1        -590  RdE[1]
after global routing  RdE[1]                      1        -570  RdE[1]
Power figures rest on the tool's default switching activity, not on a simulated workload.
